### design/flow/run.sh
#!/bin/bash
# OpenROAD 26Q1-2900-gdf79404cd8, Yosys 0.63+post, stock flow scripts
make -C /OpenROAD-flow-scripts/flow DESIGN_CONFIG=/design/flow/config.mk WORK_HOME=/design/flow/orfs finish
### design/flow/config.mk
export PLATFORM = sky130hd
export DESIGN_NAME = Stopwatch_main
export DESIGN_NICKNAME = Stopwatch_main
export VERILOG_FILES = /design/flow/design.v
export SDC_FILE = /design/flow/constraint.sdc
export NUM_CORES = 4
export LEC_CHECK = 1
export CORE_UTILIZATION = 50
### design/flow/constraint.sdc
current_design Stopwatch_main

set clk_period 4.2
set clk_io_pct 0.2

create_clock -name clk0 -period $clk_period [get_ports {clk}]

set non_clock_inputs [all_inputs -no_clocks]
set_input_delay [expr $clk_period * $clk_io_pct] -clock clk0 $non_clock_inputs
set_output_delay [expr $clk_period * $clk_io_pct] -clock clk0 [all_outputs]
### design/flow/design.v
`timescale 1ns / 1ps
module Mux_behavioral(
    input [13:0] i0,
    input [13:0] i1,
    input [13:0] i2,
    input [13:0] i3,
    input wire [1:0] s,
    output reg [13:0] y
    );
    always @(s) begin
        y = 1'b0;
            case(s)
            2'b00 : y = i0;
            2'b01 : y = i1;
            2'b10 : y = i2;
            2'b11 : y = i3;
            default : begin
                y = 0;
            end
            endcase
    end
endmodule
`timescale 1ns / 1ps
module Mux_input(
    input wire [13:0] A,
    input [13:0] i0,
    input [13:0] i1,
    input [13:0] i2,
    input [13:0] i3,
    input [1:0] s,
    output reg [13:0] x,
    output reg [13:0] y
    );
    always@(A, s, i1) begin
        case(s)
            2'b00:begin
                x = A + 1;
                y = i0; 
            end
            2'b01:begin
                x = A + 1;
                y = i1; 
            end
            2'b10:begin
                x = A - 1;
                y = i2; 
            end
            2'b11:begin
                x = A - 1;
                y = i1; 
            end
            default begin
                x = 0;
                y = 0;
            end
        endcase
    end
endmodule
`timescale 1ns / 1ps
module Stopwatch_main(
    input clk,
    input wire rst,
    input wire start,
    input wire [1:0] mode,
    input wire [3:0] init_0,
    input wire [3:0] init_1,
    output [7:0] sseg,
    output [3:0] an 
    );
    wire [1:0] T_s;
    wire T_ld, T_comp;
    wire [13:0] T;
    reg [15:0] sw;
    wire slow_clk;
    wire fast_clk;
    initial begin
        sw = 0;
    end
    clk_div_display c0(.clk(clk), .clk_out_state(slow_clk), .clk_out_fast(fast_clk));
    stopwatch_state s0(.clk(slow_clk), .start(start), .rst(rst), .T_comp(T_comp), .T_s(T_s), .T_ld(T_ld) );
    stopwatch_datapath s1(.T_s(T_s), .mode(mode), .init_0(init_0), .init_1(init_1), .T_ld(T_ld), .clk(slow_clk), .T(T), .T_comp(T_comp));
    always@(T) begin
        sw[3:0] = T % 10;
        sw[7:4] = (T/10)%10;
        sw[11:8] = (T/100)%(10);
        sw[15:12] = (T/1000)%(10);
    end
    time_multiplexing_main d0(.clk(fast_clk), .sw(sw), .an(an), .sseg(sseg));
endmodule
`timescale 1ns / 1ps
module clk_div_display(
    input clk,
    output wire clk_out_state,
    output wire clk_out_fast
    );
    reg [19:0] COUNT;
    assign clk_out_state = COUNT[19];
    assign clk_out_fast = COUNT[10];
    initial begin
        COUNT = 0;
    end
    always @(posedge clk) begin
            COUNT = COUNT + 1;
            if(COUNT >= 1000000) begin
                COUNT = 0;
            end
    end
endmodule
`timescale 1ns / 1ps
module hexto7segment(
    input [3:0] x,
    output reg [7:0] r
    );
    always @(*)
        case(x)
            4'b0000: r = 8'b10000001;
            4'b0001: r = 8'b11001111;
            4'b0010: r = 8'b10010010;
            4'b0011: r = 8'b10000110;
            4'b0100: r = 8'b11001100;
            4'b0101: r = 8'b10100100;
            4'b0110: r = 8'b10100000;
            4'b0111: r = 8'b10001111;
            4'b1000: r = 8'b10000000;
            4'b1001: r = 8'b10001100;
            4'b1010: r = 8'b10001000;
            4'b1011: r = 8'b11100000;
            4'b1100: r = 8'b10110001;
            4'b1101: r = 8'b11000010;
            4'b1110: r = 8'b10110000;
            4'b1111: r = 8'b10111000;
        endcase
endmodule
`timescale 1ns / 1ps
module stopwatch_datapath(
    input [1:0] T_s,
    input [1:0] mode,
    input [3:0] init_0,
    input [3:0] init_1,
    input T_ld,
    input clk,
    output reg [13:0] T,
    output reg T_comp
    );
    wire [13:0] increment;
    wire [13:0] T_out;
    wire [13:0] T_initial;
    reg [13:0] T_init_low;
    reg [13:0] T_init_high;
    wire [13:0] init_value;
    wire data_clock;
    initial begin
        T_init_low = 0;
        T_init_high = 9999;
    end
    assign init_value = (init_1*10)+init_0;
    assign data_clock = clk;
    localparam [1:0] Mux_i0 = 0, Mux_i1 = 1, Mux_i2 = 2;
    Mux_input m2(.A(T), .i0(T_init_low), .i1(init_value*(100)), .i2(T_init_high), .i3(11), .s(mode), .x(increment), .y(T_initial));
    Mux_behavioral m1(.i0(T_initial), .i1(increment), .i2(T), .i3(0), .s(T_s), .y(T_out));
    always@(posedge data_clock) begin
        case(mode)
            2'b00:begin
                if(T_out >= 9998) begin 
                    T_comp = 1;
                end
                else begin
                    T_comp = 0;
                end
            end
            2'b01:begin
                if(T_out >= 9998) begin 
                    T_comp = 1;
                end
                else begin
                    T_comp = 0;
                end
            end
            2'b10:begin
                if(T_out <= 0001 || T_out > 9999) begin 
                    T_comp = 1;
                end
                else begin
                    T_comp = 0;
                end
            end
            2'b11:begin
                if(T_out <= 0001 || T_out > 9999) begin 
                    T_comp = 1;
                end
                else begin
                    T_comp = 0;
                end
            end
        endcase
        if(T_ld)
            T = T_out;
    end
endmodule
`timescale 1ns / 1ps
module stopwatch_state(
    input clk,
    input start,
    input rst,
    input T_comp,
    output reg [1:0] T_s,
    output reg T_ld 
    );
    localparam [1:0] SW_Init = 0,
                     SW_Tick = 1,
                     SW_Pause = 2;
    reg [1:0] SW_State;
    reg [1:0] next_state;
    reg [1:0] State_Toggle;
    localparam [1:0] State_s0 = 0, State_s1 = 1, State_s2 = 2, State_s3 = 3;
    reg tick;
    initial begin
        SW_State = SW_Init;
        State_Toggle = State_s0;
        tick = 1'b0;
        T_ld = 1;
        T_s = 1'b00;
    end
    always@(*)begin
    end
    always@(posedge clk) begin
        if(rst) begin
            SW_State = SW_Init;
            State_Toggle = State_s0;
            tick = 0;
        end
        else begin
                case(State_Toggle)
                    State_s0 : begin
                        if(!start)
                            State_Toggle = State_s0;
                        else if(rst)
                            State_Toggle = State_s0;
                        else
                            State_Toggle = State_s1;
                    end
                    State_s1 : begin
                        if(start)
                            State_Toggle = State_s1;
                        else if(rst)
                            State_Toggle = State_s0;
                        else
                            State_Toggle = State_s2;
                    end
                    State_s2 : begin
                        if(!start)
                            State_Toggle = State_s2;
                        else if(rst)
                            State_Toggle = State_s0;
                        else
                            State_Toggle = State_s3;
                    end
                    State_s3 : begin
                        if(!start)
                            State_Toggle = State_s0;
                        else if(rst)
                            State_Toggle = State_s0;
                        else
                            State_Toggle = State_s3;
                    end
                    default : begin
                        State_Toggle = State_s0;
                    end
                endcase
                case(State_Toggle)
                    State_s0 : begin
                        tick = 1'b0;
                    end
                    State_s1 : begin
                        tick = 1'b1;
                    end
                    State_s2 : begin
                        tick = 1'b1;
                    end
                    State_s3 : begin
                        tick = 1'b0;
                    end
                    default : begin
                        tick = 1'b0;
                    end
                endcase                
                case(SW_State)
                    SW_Init : begin
                        if(rst) begin
                            SW_State = SW_Init;
                        end
                        else if(tick && !rst && !T_comp) begin
                            SW_State = SW_Tick;
                        end
                        else if(!rst && T_comp) begin
                            SW_State = SW_Pause;
                        end
                        else begin
                            SW_State = SW_Init;
                        end
                    end
                    SW_Tick : begin
                        if(rst) begin
                            SW_State = SW_Init;
                        end
                        else if(tick && !T_comp && !rst) begin
                            SW_State = SW_Tick;
                        end
                        else if(!rst &&(!tick || (tick && T_comp))) begin
                            SW_State = SW_Pause;
                        end
                        else begin
                            SW_State = SW_Init;
                        end
                    end
                    SW_Pause : begin
                        if(rst) begin
                            SW_State = SW_Init;
                        end
                        else if(!rst &&(!tick || (tick && T_comp))) begin
                            SW_State = SW_Pause;
                        end
                        else if(tick && !rst && !T_comp) begin
                            SW_State = SW_Tick;
                        end
                        else begin
                            SW_State = SW_Init;
                        end
                    end
                    default : begin
                        SW_State = SW_Init;
                    end
                endcase
        end
        case(SW_State)
            SW_Init : begin
                T_s = 2'b00; 
                T_ld = 1'b1;
            end
            SW_Tick : begin
                T_s = 2'b01; 
                T_ld = 1'b1;
            end
            SW_Pause : begin
                T_s = 2'b10; 
                T_ld = 1'b1;
            end
            default : begin
                T_s = 2'b00;
                T_ld = 1'b1;
            end
        endcase
    end
endmodule
`timescale 1ns / 1ps
module time_multiplexing_main(
    input clk,
    input [15:0] sw,
    output [3:0] an,
    output [7:0] sseg
    );
    wire [7:0] in0, in1, in2, in3;
    hexto7segment c1 (.x(sw[3:0]), .r(in0));
    hexto7segment c2 (.x(sw[7:4]), .r(in1));
    hexto7segment c3 (.x(sw[11:8]), .r(in2));
    hexto7segment c4 (.x(sw[15:12]), .r(in3));
    time_mux_state_machine c6(
        .clk(clk),
        .in0(in0),
        .in1(in1),
        .in2(in2),
        .in3(in3),
        .an(an),
        .sseg(sseg));
endmodule
`timescale 1ns / 1ps
module time_mux_state_machine(
    input clk,
    input [7:0] in0,
    input [7:0] in1,
    input [7:0] in2,
    input [7:0] in3,
    output reg [3:0] an,
    output reg [7:0] sseg
    );
    reg [1:0] state;
    reg [1:0] next_state;
    initial begin
        state = 2'b00;
    end
    always @(*) begin
        case(state)  
            2'b00: next_state = 2'b01;
            2'b01: next_state = 2'b10;
            2'b10: next_state = 2'b11;
            2'b11: next_state = 2'b00;
            default: begin
                next_state = 2'b00;
            end
        endcase
    end
    always @(posedge clk) begin
        case(state)  
            2'b00: sseg = in0 & 8'b11111111;
            2'b01: sseg = in1 & 8'b11111111;
            2'b10: sseg = in2 & 8'b01111111;
            2'b11: sseg = in3 & 8'b11111111;
            default: begin
                sseg = in0;
            end
        endcase
        case(state)  
            2'b00: an = 4'b1110;
            2'b01: an = 4'b1101;
            2'b10: an = 4'b1011;
            2'b11: an = 4'b0111;
            default: begin
                an = 4'b1110;
            end
        endcase
    end
    always @(posedge clk) begin
            state <= next_state;
    end
endmodule
==> summary.txt <==
impl run done, here's what came out: most frequent cells in the layout=nand2_1 (146), nor2_1 (145), a21oi_1 (119), o21ai_0 (103), ha_1 (95), Hold Path Depth=1, vias per std cell=between 6 and 7, cell type with the largest total area=ha_1, number of unconstrained endpoints=46, unrepaired setup endpoints after global routing=false, # placed instances=1962, status=finished clean, FMAX=0.336 GHz, routed wire length=32200 um, Post-CTS Hold Buffers=0, R2R cell count=14, most frequent logic cell in the layout=nand2_1, Pleak=slightly below 5 nW, Top FF cell, synth=dfxtp_1, Top Ports=25, largest net degree at the start of global routing=47, width of the die=156 um, post-route setup slack=1.22 ns, Insertion Delay late pin=0.25 ns, setup TNS=0 ns, critical path fanouts, max=16, Final GP Congestion=between 0.9 and 1, Layout Cells excl Fill=1965, top post-synthesis cells by area=ha_1 (10%), dfxtp_1 (9.1%), a21oi_1 (5.0%), xnor2_1 (5.0%), nand2_1 (4.6%), CTS Root Cell=clkbuf_16, HPWL after DPL=24900 um, count of unclocked register or latch pins=34, count of final max-slew check failures=0, Setup crit end kind=register, iteration tally of the first detailed-router pass=5, row cnt=about 55, Slew headroom=38.7%, Syn Area/Cell=6.97 um2, Worst-Margin Slew=just over 0.9 ns, EDFF count, synth=0, post-cts sizing count=0, crit path launch type=register, DR WL/cell=~16 um, fin crit share=roughly 71%, worst setup path class=register to register, yosys cell count=1697, global-route wire length before repair=53500 um, library cells used by synthesis=110, dpl ws=1.28 ns, starting density of the core=51.6%, Routed Antenna Nets=0, fraction of layout cells with a size suffix above 1=5.87%, Ys Warns=11, initial antenna violation count=0, Antenna Cells=0, DRC viols=0, final tally of setup violations=0, HP Class=register to register, Vias=12300, Clock Skews=0.00104 ns, Tot GR Track Use=26.8%, clock-pin slew on the worst setup and hold paths=0.05 ns, MaxCap Viol Count=0, H-tree levels=1, worst-case clock buffer depth=2, Final Hold Vio Count=0, Synth Cell Area=11800 um2, core area=22900 um2, CTS Buf Count=3, Yosys reg bits=54, Area leader share=10.0%, post-CTS setup buffers=0, synthesized instance count=1697, register area share after synthesis=9.14%, chip area=~24000 um2, area grow syn2layout=4.14%, IR drop worst, VDD=0.000332 V, vias in the first global route=11200, 1st-iter DRT viols=1022, OpenROAD warning count=between 50 and 60, port bufs=24, Async S/R FF share, synth=0%, Die H=156 um, synthesis area per yosys=~12000 um2, post-layout min period=2.98 ns, power per cell area=86.4 nW/um2, Arrival @ worst endpoint=~3.2 ns, CP required=4.38 ns, TritonCTS clock tree=done, global route total overflow=0
[report_power, final]
part	internal, W	total, W	switching [W]
Combinational	0.000310	0.000682	0.000372
Clock	0.000125	0.000187	0.0000614
Sequential	0.000195	0.000195	0
[kinds of logic after synthesis]
kind of cell | Yosys count | share of synthesized area [%]
AND-OR/OR-AND | 574 | 33.8
multiplexers | 46 | 4.07
adder cells (fa/ha/maj) | 105 | 11.5
buffers and inverters | 169 | 5.75
XOR/XNOR | 101 | 7.54
AND/OR/NAND/NOR | 648 | 28.2
flip-flops | 54 | 9.14
[cell usage after synthesis (11+ instances only)]
master    number
xnor2_1       68
dfxtp_1       54
o21ai_0      103
xor2_1        32
a31oi_1       29
and3_1        20
clkbuf_1      68
a21oi_1      119
o21bai_1      12
or2_2         13
a21o_1        34
mux2_2        14
a221oi_1      11
nand4_1       30
inv_1         65
ha_1          95
buf_2         13
nand2_1      146
o21a_1        20
and2_1        17
o21ai_1       12
mux2i_1       31
nor2_1       145
nor3_1        58
nor2b_1       25
nand2b_1      23
nor4_1        18
o31ai_1       18
o211ai_1      21
nand3_1       65
or3_1         23
o22ai_1       17
[state kept, by name, summed over array words and instances, names as in the netlist]
register	count
d0.c6.state	2
d0.c6.an	4
s1.T	14
s1.T_comp	1
d0.c6.sseg	7
s0.SW_State	2
c0.COUNT	20
s0.State_Toggle	2
s0.T_s	2
[layout make-up]
class | count | area [um2]
Fill cell | 2298 | 10600
Multi-Input combinational cell | 1474 | 10100
Sequential cell | 54 | 1080
Timing Repair Buffer | 47 | 413
Tap cell | 313 | 392
Inverter | 74 | 278
Clock buffer | 3 | 75.1
[metal layers]
| layer | GRT usage (%) | vias up | wire length (um) |
|---|---|---|---|
| li1 | - | 6329 | - |
| met1 | 38.5 | 5710 | 15300 |
| met2 | 46.7 | 278 | 15300 |
| met3 | 0.651 | 18 | 1280 |
| met4 | 2.80 | 0 | 299 |
| met5 | 0 | - | 0 |
[final timing paths]
kind | from | slack [ns] | end
worst max-delay path | c0.COUNT[0] | 1.22 | c0.COUNT[6]
worst min-delay path | c0.COUNT[0] | 0.48 | c0.COUNT[0]
worst max register to register | c0.COUNT[0] | 1.22 | c0.COUNT[6]
worst min register to register | c0.COUNT[0] | 0.48 | c0.COUNT[0]
[stage by stage]
step	cell area [um2]	power (W)	hold slack [ns]	util [%]
2_1_floorplan	11800	0.000728	0.445	-
3_3_place_gp	12200	0.000884	0.461	53.4
3_5_place_dp	12200	0.000890	0.469	53.4
4_1_cts	12300	0.00109	0.481	53.7
5_1_grt	12300	0.00118	0.537	53.7
6_report	12300	0.00106	0.478	53.7
[worst max-delay path: stages (launching register included)]
cell and delay (ns):
dfxtp_1 0.34, ha_1 0.23, and3_1 0.21, and3_1 0.27, and3_1 0.26, nor2_1 0.10, a21oi_1 0.05, o32ai_1 0.24
nand3_1 0.12, nand2_1 0.09, o21ai_0 0.08, a221oi_1 0.44, nor2_1 0.15, buf_4 0.23, nor2_1 0.12
Power and IR drop assume default switching activity.
